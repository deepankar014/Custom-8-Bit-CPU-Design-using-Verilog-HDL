===== config.mk =====
export PLATFORM = sky130hd
export DESIGN_NAME = ALU
export DESIGN_NICKNAME = ALU
export VERILOG_FILES = /design/flow/design.v
export SDC_FILE = /design/flow/constraint.sdc
export NUM_CORES = 4
export LEC_CHECK = 1
export CORE_AREA = 10 10 70 70
export DIE_AREA = 0 0 80 80

===== constraint.sdc =====
current_design ALU

set clk_period 8.1
set clk_io_pct 0.2

create_clock -name clk0 -period $clk_period

set non_clock_inputs [all_inputs -no_clocks]
set_input_delay [expr $clk_period * $clk_io_pct] -clock clk0 $non_clock_inputs
set_output_delay [expr $clk_period * $clk_io_pct] -clock clk0 [all_outputs]

===== design.v =====
module ALU(input [7:0] A,input [7:0] B,input [2:0] opcode, output reg [7:0] result, output reg zero);
    always @(*) begin
        result = 8'b00000000; 
        case(opcode)
            3'b000: result = A + B;
            3'b001: result = A - B;
            default: result = 8'b00000000; 
        endcase
        if (result == 8'b00000000)
            zero = 1'b1;
        else
            zero = 1'b0;
    end
endmodule

===== run.sh =====
#!/bin/bash
# OpenROAD 26Q1-2900-gdf79404cd8, Yosys 0.63+post, stock flow scripts
make -C /OpenROAD-flow-scripts/flow DESIGN_CONFIG=/design/flow/config.mk WORK_HOME=/design/flow/orfs finish

==> results_dict.tcl <==
# implementation run metrics
set metrics [dict create \
    place_area_um2 890 \
    crit_buf_inv 2 \
    diodes 0 \
    post_drt_via_cell_ratio 3.84 \
    pin_count 28 \
    yosysChipArea_um2 563 \
    via_count 560 \
    setup_tns_ps 0 \
    top_cells_by_count "nor2_1 (13), xnor2_1 (9), ha_1 (8)" \
    antenna_found_initial 0 \
    crit_path_cell_trace "clkdlybuf4s50_1 -> or2_1 -> nor2_8 -> mux2_2 -> fa_1 -> nand2b_1 -> a21oi_1 -> a21o_1 -> a21oi_1 -> xor2_1 -> a41o_1 -> clkdlybuf4s50_1" \
    final.period_utilization_pct 79.9 \
    swShare_pct 44.1 \
    first_pass_iters 2 \
    regArea_um2 0 \
    grt_pass1_wl_mm 2.31 \
    grt_overflow_total 0 \
    hold_class "input pin to primary output" \
    port_buffers 28 \
    worstSetupEndpointType "primary output" \
    worstMarginPinSlew_ps 476 \
    fin_crit_ps 6470 \
    synth_cell_type_count 28 \
    drc 0 \
    netlist_area_um2 563 \
    wl_per_cell_um 10.5 \
    hold_buffers 0 \
    die_x_um 80 \
    final_cells 146 \
    clock_buffers 0 \
    dieHeight_um 80 \
    grt_max_degree 11 \
    p_comb_share_pct 100.0 \
    total_power_uw 69.5 \
    switchingPower_uw 30.7 \
    coreArea_um2 3420 \
    p_seq_share_pct 0 \
    area_growth_pct 58.0 \
    top_cells_by_area "ha_1 (18%), xnor2_1 (14%), nor2_1 (8.7%)" \
    ys_cells 73 \
    clkPwrFrac_pct 0 \
    drive_above_1_share_pct 10.0 \
    first_global_vias 565 \
    hold_violations 0 \
    syn_inst 73 \
    peakVddDrop_mv 0.0192 \
    grt_usage_pct 4.35 \
    fp-utilization_pct 16.5 \
    critPathTopFamily "buffers and inverters" \
    yosys_warnings 1 \
    leakagePower_nw 0.369 \
    flops 0 \
    post-route-util_pct 26.0 \
    fin_area_um2 890 \
    worstPathRequired_ps 6480 \
    power.density_nw_per_um2 78.1 \
    max_cap_violations 0 \
    synth_dominant_cell_count "nor2_1" \
    postRouteAntennaNets 0 \
    grt_setup_unrepaired "false" \
    hpwl_mm 1.43 \
    synth_seq_share_pct 0 \
    cts_resized 0 \
    place_ws_ps 1640 \
    yosysTopAreaCell "ha_1" \
    status "completed" \
    chip_area_um2 6400 \
    yosys.area.top_type_share_pct 17.8 \
    critPathSlowestCell "clkdlybuf4s50_1" \
    critical_path_class "input pin to primary output" \
    drt_iter0_drc 28 \
    start_kind "input pin" \
    p_int_uw 38.8 \
    hp-start "A[0]" \
    post-place-cells 146 \
    report.final.slew_viol_count 0 \
    timing.hold.ws_ps 4290 \
    min_path_cells 5 \
    placementRows 21 \
    critPathArrivalTime_ps 4850 \
    gp_congestion 0.726 \
    cpPeakStageDelay_ps 470 \
    min_to "result[0]" \
    postCtsSetupBuffers 0 \
    setup_ws_ps 1630 \
    setup_viol 0 \
    fmax_mhz 155 \
    slew_headroom_pct 68.3 \
    warning_count 32 \
    n_fill_cell 373 \
    avgSynthCellArea_um2 7.71 \
    routed_wl_mm 1.53 \
    cp_max_fo 10 \
]
[power groups by stage]
stage	logic [mW]	clock network, mW	registers [mW]
finish	0.0695	0	0
global route	0.0779	0	0
CTS	0.0708	0	0
[how the worst max path moves through the flow]
stage         startpoint   end  slack, ps  depth (start not counted)
CTS            opcode[1]  zero       1610                         12
global route   opcode[1]  zero       1410                         12
finish         opcode[1]  zero       1630                         12
[cell type report]
type	instances	area, µm²	share of cell area, %
repair buffers	28	280	31.5
multi-input cells	65	526	59.1
well taps	46	57.6	6.47
inverters	7	26.3	2.95
[placed cells by master, fill, tap and decap left out]
cell type,Yosys,layout
a21o_1,1,1
a21oi_1,5,5
a21oi_2,2,2
a311oi_2,1,1
a31oi_1,1,1
a41o_1,1,1
and3_1,2,2
clkdlybuf4s50_1,0,28
fa_1,1,1
ha_1,8,8
inv_1,7,7
mux2_2,1,1
nand2_1,3,3
nand2b_1,2,2
nand3_1,1,1
nor2_1,13,13
nor2_8,1,1
nor2b_1,1,1
nor2b_4,1,1
nor3_1,3,3
nor4_4,1,1
o21ai_2,1,1
o22ai_2,1,1
or2_1,1,1
or3_1,1,1
xnor2_1,9,9
xnor2_2,1,1
xor2_1,2,2
[metal layers]
layer | vias up | wire (µm) | track usage, %
li1 | 306 | - | -
met1 | 237 | 612 | 5.03
met2 | 17 | 677 | 7.14
met3 | 0 | 239 | 2.61
met4 | 0 | 0 | 0
met5 | - | 0 | 0
[cell families after synthesis]
logic type | after synthesis | share of synthesized area, %
xor+xnor | 12 | 20.0
mux | 1 | 2.00
simple gates | 30 | 31.8
buf+inv | 8 | 6.67
compound gates | 13 | 18.2
fa+ha+maj | 9 | 21.3
