## flow/run.sh

```bash
#!/bin/bash
# OpenROAD 26Q1-2900-gdf79404cd8, Yosys 0.63+post, stock flow scripts
make -C /OpenROAD-flow-scripts/flow DESIGN_CONFIG=/design/flow/config.mk WORK_HOME=/design/flow/orfs finish
```

## flow/config.mk

```make
export PLATFORM = sky130hd
export DESIGN_NAME = controller
export DESIGN_NICKNAME = controller
export VERILOG_FILES = /design/flow/design.v
export SDC_FILE = /design/flow/constraint.sdc
export NUM_CORES = 4
export LEC_CHECK = 1
export CORE_AREA = 10 10 70 70
export DIE_AREA = 0 0 80 80
```

## flow/constraint.sdc

```tcl
current_design controller

set clk_period 1.9
set clk_io_pct 0.2

create_clock -name clk0 -period $clk_period [get_ports {clk}]

set non_clock_inputs [all_inputs -no_clocks]
set_input_delay [expr $clk_period * $clk_io_pct] -clock clk0 $non_clock_inputs
set_output_delay [expr $clk_period * $clk_io_pct] -clock clk0 [all_outputs]
```

## flow/design.v

```verilog
module controller(input clk, input rst, input [2:0] opcode,input [2:0] mode_flag, input  zero, input  carry,input  negative,input overflow,output reg IRmemread, output reg pcwrite,output reg pc_select_control,output reg irwrite,output reg memread,output reg memwrite,output reg regwrite,output reg memtoreg,output reg alusrc,output reg [1:0]aluop );
parameter s0_fetch = 2'b00, s1_execute = 2'b01, s2_memory = 2'b10, s3_writeback = 2'b11;
reg[1:0] state;
always@(posedge clk or posedge rst) begin
    if(rst) begin
     state <= s0_fetch;
    end
    else 
    case(state)
    s0_fetch: 
    state <= s1_execute;
    s1_execute: 
        case(opcode)
                    3'b000 : state <= s3_writeback;
                    3'b001 : state <= s3_writeback;
                    3'b010 : state <= s3_writeback;
                    3'b011 : state <= s3_writeback;
                    3'b100 : state <= s2_memory;
                    3'b101 : state <= s2_memory;
                    3'b110 : state <= s0_fetch;
                    3'b111 : state <= s0_fetch;
                    default : state <= s0_fetch;
        endcase
    s2_memory: begin
        if(opcode == 3'b100)
            state <= s3_writeback;
        else
            state <= s0_fetch;
    end
    s3_writeback: state <= s0_fetch;
    default : state <= s0_fetch;
    endcase
end
always@(*) begin
    IRmemread = 0;
    pcwrite = 0;
    irwrite = 0;
    alusrc = 0;
    pc_select_control = 0;
    memtoreg = 0;
    memread = 0;
    memwrite = 0;
    regwrite = 0;
    aluop =2'b00;
    case(state)
        s0_fetch: begin
            pcwrite = 1;
            irwrite = 1;
            IRmemread = 1;
        end
        s1_execute: begin
            case(opcode) 
                3'b000 : begin
                    aluop = 2'b00;
                    alusrc = 0;
                end
                3'b001 : begin
                    aluop = 2'b01;
                    alusrc = 0;
                end
                3'b010: begin
                    aluop = 2'b10;
                    alusrc = 0;
                end
                3'b011 : begin
                    aluop = 2'b11;
                    alusrc = 0;
                end
                3'b100 : begin    
                    aluop = 2'b00;
                    alusrc = 1;
                end
                3'b101 : begin    
                    aluop = 2'b00;
                    alusrc = 1;
                end
        3'b110: begin 
         case(mode_flag)
            3'b000 : begin    
                    if(zero == 1) begin
                        pc_select_control = 1;
                        pcwrite = 1;
                    end
            end
            3'b001 : begin  
                    if(zero != 1) begin
                        pc_select_control = 1;
                        pcwrite = 1;
                    end
            end
            3'b010 : begin
                    if(negative) begin
                        pc_select_control = 1;
                        pcwrite = 1;
                    end
            end
            3'b011 : begin
                    if(!negative) begin
                        pc_select_control = 1;
                        pcwrite = 1;
                    end
            end
             default: begin
                            pc_select_control = 0;
                            pcwrite = 0;
                        end
            endcase
            end
        3'b111 : begin  
            pc_select_control = 1;
            pcwrite = 1;
        end
            endcase
        end
        s2_memory : begin
                    alusrc = 1;
                    aluop = 2'b00;
            if(opcode == 3'b100) begin
                memread = 1;
            end
             else if (opcode == 3'b101) begin
                memwrite = 1;
             end
        end
        s3_writeback : begin
            regwrite = 1;
            if(opcode == 3'b100)
            memtoreg = 1;
            else
            memtoreg = 0;
        end
    endcase
end
endmodule
```

==> Slide: Implementation Results <==
Synthesis and Place & Route Summary

Detailed routing
  • Via count: between 300 and 400
  • Via-to-Cell Ratio: between 3 and 4
  • Initial DRC count: 13
  • Routed Antenna Nets: 0
  • Total Wirelength: 1020 microns
  • DRT Pass-1 Iters: 2
  • Antenna diodes: 0
  • Drt wl/cell: roughly 9.8 microns
  • DR DRC count: 0

Synthesis
  • Yosys simple share: 34.1%
  • XOR/XNOR Fraction of Synth Area: 0%
  • Sequential fraction of the synthesis area: about 22%
  • Area fraction in mux cells: under 10%
  • Synthesized area: 224 sq um
  • Comb area leader: simple AND/OR/NAND/NOR gates
  • Ys cells: 29
  • Cell area leaders: dfrtp_1 (22%), mux2i_1 (8.9%), nor3_1 (6.7%)
  • Yosys-reported design area after synthesis: about 220 sq um
  • Cell type with the largest total area: dfrtp_1
  • Adder-cell area share of the yosys netlist: 0%
  • Synth Warn #: 1
  • Post-synthesis async set-or-reset flop share: 100%
  • Ao+oa area frac: about a quarter
  • Dominant flop cell: dfrtp_1
  • Ys flops: 2
  • Mean Syn Cell Area: 7.72 sq um
  • Most frequent cell after synthesis: nor3_1
  • Post-synth EDFFs: 0
  • Yosys top cell area share: roughly 22%
  • Post-synthesis cell type count: 21
  • Synthesized instance count: 29

Floorplanning
  • FP Util: about 6.6%
  • Core Area: about 0.0034 sq mm
  • Die Y: 80 microns
  • DIE WIDTH: ~80 microns
  • Die Size: approximately 0.0064 sq mm
  • Placement row count: 21
  • Num ports: 23

STA
  • Fmax: 0.535 GHz
  • Final period util: a little over nine tenths
  • Period minus WS final: between 1.5 and 2 ns
  • Final setup viols: 0
  • Slew Limit Fails: 0
  • Final hold slack: approximately 0.33 ns
  • Relative slew margins: between 80 and 90%
  • RSZ-0062 raised after global routing: no
  • Final Hold Fails: 0
  • Worst setup margin: 0.0324 ns
  • Slew @ Worst Pin: between 0.2 and 0.25 ns
  • Post-Route Setup TNS: 0 ns
  • Max Clock Skew: 0.000458 ns

Placed design
  • Pre-CTS setup slack: -0.391 ns
  • HPWL Detailed: a little under 800 microns
  • Placement Cell Area: 519 sq um
  • RePlAce Congestion: 0.850
  • Number of port buffers: 20

Layout
  • Biggest regs: state (2)
  • Fin area: 581 sq um
  • Most flops, register: state
  • Layout area overhead: 159%
  • Max FFs per register: 2
  • Share of cells above drive strength 1: 41.4%

GRT
  • Vias in the first global route: 328
  • All-Layer GR Usage: roughly 2.8%
  • First-pass GRT wire length: ~1400 microns
  • Largest net degree at the start of global routing: 8
  • Total grt overflow: 0
  • Initial antenna violation count: 0

Setup path
  • CP Data Required Time: 1.52 ns
  • Critical Path AT: around 1.5 ns
  • Worst reg2reg setup slack: about 0.84 ns
  • Slowest cell on crit path: clkdlybuf4s50_1
  • Crit path kind: input pin to output port
  • Crit path buf inv count: 3
  • CP max stage delay: 0.51 ns
  • R2R cell count: 3
  • Worst r2r dst: state[1]$_DFF_PP0_
  • CP cell instances: clkdlybuf4s15_1, buf_4, nor3b_1, clkdlybuf4s50_1
  • CP endpoint kind: output port
  • Crit path max-delay family: buffers and inverters
  • CP startpoint kind: input pin
  • Reg2reg start: state[0]$_DFF_PP0_
  • CP Max Fanout: 4

Min path
  • Worst hold path type: input pin to asynchronous set/reset pin

Clock tree
  • Clock Root Buffer: clkbuf_4
  • CTS tree: yes
  • Clock Pin Slew Worst Setup and Hold Paths: 0.03 ns
  • H-Tree Depth: 1
  • Clk buf depth: 2
  • Clk Latency, worst-skew pair: 0.22 ns
  • Clock tree sinks: 2
  • CTS Buf Count: 3

Power and ir drop
  • P per Cell Area: about 900 mW/mm^2
  • P_leak: 0.000265 uW
  • Worst vdd ir: 0.210 mV
  • Pwr Total: 520 uW

Job
  • Max-cap violations: 0
  • Log Warnings: 28

Status
  • Status: finished clean
-- worst register-to-register path, cell delays in order (launching register included) --
cell	delay, ns
dfrtp_2	0.45
nand2b_4	0.18
o31a_1	0.23
o22ai_1	0.13
-- stage by stage --
step / utilization [%] / std cells
finish: 17.0 / 104
global route: 17.0 / 104
CTS: 16.4 / 104
detailed placement: 15.2 / 100
global placement: 15.2 / 100
floorplan: - / 29
-- cell usage in the layout, fill, tap and decap left out, types with 2 or more instances in the layout --
master / n
nand2b_4: 3
inv_2: 2
nor2_1: 2
clkbuf_4: 3
dlygate4sd2_1: 5
buf_4: 7
dlymetal6s2s_1: 2
nor3b_1: 2
nor3_2: 2
clkdlybuf4s50_1: 10
-- worst max path at each step --
stage	cells past startpoint	endpoint	startpoint	slack (ns)
CTS	3	memwrite	state[0]$_DFF_PP0_	-0.002
global route	4	aluop[0]	opcode[2]	0.0002
finish	4	aluop[1]	opcode[2]	0.03
-- final cells by class --
type | instances | area, sq um
tap | 46 | 57.6
clock buffer | 3 | 22.5
sequential | 2 | 51.3
multi-input combinational | 23 | 196
inverter | 3 | 11.3
fill | 394 | 2840
timing repair buffer | 27 | 241
-- cell families (layout without fill, tap and decap cells) --
family,Yosys count,count (layout)
muxes,2,2
buffers and inverters,4,33
AOI/OAI and AO/OA,8,8
DFF,2,2
and+or+nand+nor,13,13
-- report_power, final --
group / internal, uW / total (uW) / switching [uW]
Combinational: 215 / 331 / 116
Sequential: 65.7 / 94.6 / 28.9
Clock: 69.7 / 94.0 / 24.3
Total: 351 / 520 / 169
-- layer usage --
| layer | track usage, % | up-vias | part of all wire [%] |
|---|---|---|---|
| met5 | 0 | - | 0 |
| met4 | 0.880 | 0 | 0 |
| met3 | 2.27 | 0 | 17 |
| met2 | 3.13 | 21 | 31 |
| met1 | 3.65 | 139 | 51 |
| li1 | - | 163 | - |
-- timing repair --
item | CTS | global route
hold buffers | 0 | 0
endpoints found under the setup margin | 8 | 6
resized | 17 | 9
pin swaps | 2 | 2
setup buffers | 1 | 0
No activity file was given, so power comes from the tool's default toggle rates.
