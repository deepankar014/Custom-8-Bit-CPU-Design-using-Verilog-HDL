--- config.mk ---
export PLATFORM = sky130hd
export DESIGN_NAME = program_counter
export DESIGN_NICKNAME = program_counter
export VERILOG_FILES = /design/flow/design.v
export SDC_FILE = /design/flow/constraint.sdc
export NUM_CORES = 4
export LEC_CHECK = 1
export CORE_AREA = 10 10 70 70
export DIE_AREA = 0 0 80 80
--- design.v ---
module program_counter(input clk, input rst, input pcwrite , input [7:0] pcin, output reg[7:0] pcout);
always@(posedge clk or posedge rst) begin
    if(rst) begin
        pcout <= 8'b00000000;
    end
    else if(pcwrite) begin
        pcout <= pcin;
    end
    else  
       pcout <= pcout + 8'd4;
end
endmodule
--- run.sh ---
#!/bin/bash
# OpenROAD 26Q1-2900-gdf79404cd8, Yosys 0.63+post, stock flow scripts
make -C /OpenROAD-flow-scripts/flow DESIGN_CONFIG=/design/flow/config.mk WORK_HOME=/design/flow/orfs finish
--- constraint.sdc ---
current_design program_counter

set clk_period 1.7
set clk_io_pct 0.2

create_clock -name clk0 -period $clk_period [get_ports {clk}]

set non_clock_inputs [all_inputs -no_clocks]
set_input_delay [expr $clk_period * $clk_io_pct] -clock clk0 $non_clock_inputs
set_output_delay [expr $clk_period * $clk_io_pct] -clock clk0 [all_outputs]
==> design notes <==
The tools report the via count of the first global-routing pass as 283. Power spread over the standard cell area amounts to 800 mW/mm^2. For the pin with the worst max-slew slack, the measured transition is 387 ps. The tightest hold path in the finished design has a slack of 331 ps. The share of the core filled with cells in the final layout was 18.0%; the aggregate negative setup slack was 0 ps.

Per the detailed-route log, wirelength across all metal layers totals 948 um. The clock tree buffer depth was 2; the number of setup buffers added after CTS was 0. Detailed placement reports a standard cell area of 593 sq um. The number of hold buffers added after CTS was 0.

Setup repair after global routing left no endpoint under its margin. Looking at the gate-level netlist, the highest instance count belongs to dfrtp_1. Ranked by flip-flop count, first place goes to pcout.

Summed over all layers, the global routing overflow is 0. The DRC violation total left in the routed layout is recorded as 0. The tools report the wire length of the first global-routing pass as 1460 um. Between the synthesized netlist and the finished layout, the area growth was recorded as 70.8%.

The number of warnings in the stage logs works out to 25. In this run the full chip footprint comes out at 0.00640 sq mm. For this run, the chip area from Yosys synthesis comes to 360 sq um. The type of the worst setup path is flop to output pin. The report lists the number of cells resized after CTS as 0. With the cell count along the critical path at 1, the total number of placement rows is 21. The logs give 0.669 GHz for the fmax and 74.1% for the max-slew headroom at the worst pin.

In the synthesized netlist, the cells that appear most often are dfrtp_1 (8), nand2_1 (5), o21ai_0 (5), mux2_2 (3). The synthesized design spends more area on one cell type than any other, namely dfrtp_1. The flow ran to the end, and the final reports show no timing, DRC or antenna violations. In the final layout, the registers with the most flip-flops are pcout x8.

The Yosys warning count came out at 1. Category of cells accounting for the largest share of critical-path delay: buffers and inverters. The report puts the cell count of the worst reg-to-reg path at 3.

The maximum fanout along the worst path works out to 4. The max capacitance violation total is 0, and the detail-routed net length per standard cell is 9.58 um. In the final report, the number of pins over their slew limit comes to 0. The post-place setup slack was 140 ps; the arrival time of data at the critical path endpoint was 1160 ps.

The flip-flop and latch count after synthesis was 8. The run gives 10.5% for the initial core utilization. 19 I/O pins were placed. According to the floorplan report, the placeable core area is 0.00342 sq mm. The root buffer cell is clkbuf_4. The buffering stage count on the worst path with inverters included is 1.

The clock transition time at the flip-flop clock pins of the worst setup and hold paths was 50 ps; the area fraction of the dominant cell type after synthesis was 55.6%. For this design, the slowest cell found on the critical path is clkdlybuf4s50_1. The run gives 0.515 ps as the worst clock skew. TritonCTS reports the number of clock sinks as 8.

Port buffering added 18 buffers. For this run, asynchronously set or reset flops after synthesis account for 100%. The kind of start point of the critical path was a flop.

Per Yosys stat, the portion of area used by sequential elements is 55.6%. Subtracting the final worst setup slack from the clock period gives 1500 ps. The synth_stat.txt file lists the number of cells as 33.

The cell area after layout was 616 sq um. Per the post-route antenna check, the number of violating nets is 0. The most frequently used flop master after synthesis is dfrtp_1.

The final weighted congestion in routability-driven placement was 0.678. The critical path endpoint has a required time of 1360 ps. The critical path in the final layout is reported with a setup slack of 204 ps. The average instance in the mapped netlist occupies 10.9 sq um. Walking the worst path, the cells encountered are clkdlybuf4s50_1. Summing every instance area after synthesis gives 360 sq um. The run gives 306 as the overall via count from detail_route.

The run gives 1 as the level count of the clock H-tree. STA classifies the critical path endpoint as an output pin. The synthesis report lists the most area-consuming cells as dfrtp_1 (56%), mux2_2 (9.4%), o21ai_0 (6.9%).

The portion of the clock cycle consumed by the worst path in the final layout is 88.0%, and the diode insertion count for antenna repair is 0. In this run the worst hold path is classified as input pin to async pin. Per STA, the highest per-stage delay on the worst path measures 490 ps. The TritonCTS buffer count is 3, and the count of unique library cells instantiated by Yosys is 14. Per the power-grid run, VDD falls by no more than 0.488 mV. Once iteration 0 of detailed routing completed, the report listed 8 DRC markers. TritonCTS built the clock tree.

The number of filler cells placed in the layout is 388, and the initial antenna violation count is 0. Entering global routing, the biggest net connects 13 pins. Summed over all nets, the half-perimeter wirelength after detailed placement is 844 um. The die extent in y is 80 um. The final count of hold timing violations was 0; the die boundary width was 80 um.

The insertion delay at the late pin of the worst-skew pair is 240 ps, and the fraction of final layout cells with drive strength greater than 1 is 13.2%. Counting flops with a built-in enable in the synthesized netlist gives 0. The global routing report lists combined usage of all routing layers as 3.10%. Before antenna repair, the detailed router went through 4 iterations. The flip-flop count of the largest register, all copies and words added was 8.

Per the finish-stage timing summary, setup violations number 0. The leakage power in the latest report is 0.000239 uW. The number of standard cells after synthesis came out at 33. The vias per cell came out at 3.09.
final cells by class:
cell class                 instances  area (sq um)  area share (%)
clock buffer                       3          22.5            3.66
tap                               46          57.6            9.35
sequential                         8           200            32.5
multi-input combinational         22           148            24.0
timing repair buffer              18           180            29.3
inverter                           2          7.51            1.22
kinds of logic after synthesis:
| family | after synthesis | synth area share [%] |
|---|---|---|
| muxes | 3 | 9.37 |
| and+or+nand+nor | 9 | 12.2 |
| buffers and inverters | 3 | 3.47 |
| AOI/OAI and AO/OA | 6 | 8.68 |
| xor gates and xnor gates | 3 | 7.29 |
| adders and majority gates | 1 | 3.47 |
| DFF | 8 | 55.6 |
metrics by stage:
step                      instances  total power, uW
after global placement           96              361
after floorplan                  33              277
after CTS                        99              506
after global routing             99              530
final                            99              492
after detailed placement         96              363
where the power goes:
group / internal, uW / switching, uW
clock network: 80.2 / 56.3
registers: 215 / 23.8
logic: 84.7 / 32.0
cell usage in the layout (no fill, tap or decap):
cell type and count:
xor2_1 2, nand3_1 1, clkdlybuf4s50_1 18, or3_1 1, nand3_2 1, dfrtp_1 8, inv_1 2, nor2_1 1
a31oi_1 1, ha_1 1, o21ai_0 5, clkbuf_4 3, xnor2_1 1, mux2_2 3, nand2_1 5
path summary, 6_finish.rpt:
path / from / endpoint / slack [ps]
max: pcout[5]$_DFF_PP0_ / pcout[5] / 200
min: rst / pcout[1]$_DFFE_PP0P_ / 330
max reg2reg: pcout[4]$_DFF_PP0_ / pcout[7]$_DFF_PP0_ / 540
min reg2reg: pcout[1]$_DFFE_PP0P_ / pcout[1]$_DFFE_PP0P_ / 510
max in group asynchronous: rst / pcout[7]$_DFF_PP0_ / 1150
min in group clk0: pcout[1]$_DFFE_PP0P_ / pcout[1]$_DFFE_PP0P_ / 510
routing by layer:
layer  up-vias  global-route usage (%)  wire [um]
li1        152                       -          -
met1       138                    4.55        512
met4         0                       0          0
met3         0                    2.39        107
met5         -                       0          0
met2        16                    3.61        327
Power is estimated from default activity; no workload was simulated.
